$ cat flow/config.mk
export PLATFORM = sky130hd
export DESIGN_NAME = Max4bit_8_1
export DESIGN_NICKNAME = Max4bit_8_1
export VERILOG_FILES = /design/flow/design.v
export SDC_FILE = /design/flow/constraint.sdc
export NUM_CORES = 4
export LEC_CHECK = 1
export CORE_AREA = 10 10 70 70
export DIE_AREA = 0 0 80 80
$ cat flow/constraint.sdc
current_design Max4bit_8_1

set clk_period 1.5
set clk_io_pct 0.2

create_clock -name clk0 -period $clk_period

set non_clock_inputs [all_inputs -no_clocks]
set_input_delay [expr $clk_period * $clk_io_pct] -clock clk0 $non_clock_inputs
set_output_delay [expr $clk_period * $clk_io_pct] -clock clk0 [all_outputs]
$ cat flow/design.v
module Max4bit_8_1 ( Data0_i , Data1_i,Data2_i, Data3_i,
											Data4_i , Data5_i,Data6_i , Data7_i,
											Data_out,
											Sel ) ;
input [3:0 ] Data0_i,Data1_i,Data2_i,Data3_i,Data4_i,Data5_i,Data6_i,Data7_i;
input [ 2:0] Sel;
output reg [ 3:0] Data_out;
always@(*)
begin
		case (Sel)
		0 : Data_out<=Data0_i;
		1 : Data_out<=Data1_i;
		2 : Data_out<=Data2_i;
		3 : Data_out<=Data3_i;
		4 : Data_out<=Data4_i;
		5 : Data_out<=Data5_i;
		6 : Data_out<=Data6_i;
		7 : Data_out<=Data7_i;
		default Data_out<=4'b1111;
		endcase
end
endmodule
$ cat flow/run.sh
#!/bin/bash
# OpenROAD 26Q1-2900-gdf79404cd8, Yosys 0.63+post, stock flow scripts
make -C /OpenROAD-flow-scripts/flow DESIGN_CONFIG=/design/flow/config.mk WORK_HOME=/design/flow/orfs finish
==> changes_impl.md <==
## Flow update

- Outcome: finished with violations
- Failing checks: negative setup slack
- Global-route wire length before repair: 2.628 mm
- Worst slew pin tran: ~0.18 ns
- Vias per inst: 3.595
- WP buf/inv: 3
- CP endpoint kind: output pin
- CP max stage delay: 0.34 ns
- Final period demand of the worst path: ~1.5 ns
- Min Hold Slack: between 1 and 1.5 ns
- P_leak: 0.0003862 uW
- Yosys cell types: 15
- Finish-stage setup viols: 1
- Hold_buf cts: 0
- YS warnings: 1
- Most frequent cells in the layout: 25 x dlygate4sd2_1, 11 x mux2i_1, 6 x buf_2, 4 x clkdlybuf4s50_1
- Total power divided by cell area: 238.0 nW/um^2
- Remaining Overflow, GRT: 0
- Max-slew violation count: 0
- Hold Path Class: input port to output pin
- Most common cell on crit path: buf_12
- Gpl congestion: 0.7517
- RSZ-0062 raised after global routing: yes
- Crit path depth: 6
- Rows: 21
- Initial core utilization: a little under a tenth
- CP cell instances: buf_12 > buf_12 > nand2b_4 > a22o_1 > o32a_1 > buf_2
- Sequential cell area: 0 sq um
- Critical Path RT: about 1.2 ns
- Total track usage: 5.010%
- Filler cells: roughly 400
- Chip area: 6400 sq um
- Starting DRT DRC Count: 13
- Boundary Pins: 39
- DRC: 0
- Flops: 0
- Yosys Chip Area: 307.8 sq um
- Hold path cells: 5
- Total core area: around 3400 sq um
- Crit path DAT: 1.21 ns
- Tool warnings: 34
- Final hold vios: 0
- Die width: 80 microns
- Number of cells in Yosys stat: 39
- Ant diodes: 0
- CP startpoint kind: input port
- Final Worst Setup Slack: -0.01072 ns
- Area growth from synthesis to layout: 157.7%
- Gate Count Post-Synth: 39
- Rel. slew slack: roughly 88%
- Vias: 453
- Most frequent logic cell in the layout: dlygate4sd2_1
- Cell area after synthesis: 307.8 sq um
- Routed Antenna Nets: 0
- Synth Area per Inst: 7.892 sq um
- Dpl cell area: 749.5 sq um
- CP max stage cell: o32a_1
- Seq share, synth: 0%
- Logic area: around 300 sq um
- Largest net degree at the start of global routing: 9
- Final WL: 1.691 mm
- CP max FO: 8
- Max Cap Viol: 0
- Fraction of layout cells with a size suffix above 1: 26.25%
- Wire length per cell: 13.42 microns
- Number of placed instances, taps included: 123
- Pre-CTS setup slack: -0.7980 ns
- DR pass1 iterations: 2
- Critical path class: input port to output pin
- Fin crit share: 100.7%
- Clock buffer cells: 0
- CP top delay family: AND-OR/OR-AND gates
- Fin cells: between 100 and 150
- Post-route design area: around 790 sq um
- Die height: 80 microns
- Initial antenna violation count: 0
- Port-buffer cells: 39
- Vias in the first global route: 523
- Fmax: about 660 MHz
- Dpl hpwl: around 1.4 mm
- Peak supply drop: 0.07162 mV
per-layer routing:
layer	share of wire, %	global-route usage, %
met3	6.2	1.250
met4	0	0
met1	36	5.339
met2	57	10.03
met5	0	0
path summary, 6_finish.rpt:
kind,endpoint,startpoint,slack (ns)
max,Data_out[2],Sel[1],-0.01
min,Data_out[0],Data1_i[0],1.10
area by class of cell:
| cell class | count | share of cell area [%] |
|---|---|---|
| repair buffers | 45 | 54.42 |
| multi-input cells | 34 | 37.85 |
| well taps | 46 | 7.256 |
| inverters | 1 | 0.4732 |
cells in the mapped netlist (all sizes together):
library cell | count | area share (%)
a211oi | 4 | 9.8
a21oi | 1 | 1.6
a22o | 1 | 2.8
buf | 4 | 13
inv | 1 | 1.2
mux2i | 11 | 36
nand2 | 2 | 2.4
nand2b | 2 | 4.1
nor2 | 3 | 3.7
nor3b | 3 | 7.3
o22a | 3 | 8.5
o22ai | 3 | 6.1
o32a | 1 | 3.3
stage by stage:
step / util [%] / power (uW) / TNS (ns)
6_report: 23.22 / 188.8 / -0.01072
5_1_grt: 23.22 / 206.2 / -0.08784
4_1_cts: 22.49 / 187.8 / -0.02776
3_5_place_dp: 21.94 / 200.0 / -3.059
3_3_place_gp: 21.94 / 199.0 / -3.071
2_1_floorplan: - / 71.24 / 0
cells by family after synthesis:
logic type | Yosys count | share of synthesized area, %
AND-OR/OR-AND | 13 | 32.12
multiplexers | 11 | 35.77
buffers and inverters | 5 | 14.63
AND/OR/NAND/NOR | 10 | 17.48
power breakdown:
group | total, uW | internal (uW) | switching [uW]
sequential | 0 | 0 | 0
clock | 0 | 0 | 0
combinational | 189 | 126 | 63.1
repair_timing:
item / CTS / global route
gates cloned: 1 / 0
setup endpoints to repair: 4 / 4
pin swaps: 14 / 8
setup buffers: 2 / 0
gates resized: 61 / 7
tightest hold or removal path: stages:
cell and delay [ns]:
dlymetal6s2s_1 0.08, mux2i_1 0.07, o22ai_1 0.13, o22a_1 0.13, buf_2 0.09
Power is estimated from default activity; no workload was simulated.
