**/design/flow/run.sh**
```bash
#!/bin/bash
# OpenROAD 26Q1-2900-gdf79404cd8, Yosys 0.63+post, stock flow scripts
make -C /OpenROAD-flow-scripts/flow DESIGN_CONFIG=/design/flow/config.mk WORK_HOME=/design/flow/orfs finish
```
**/design/flow/config.mk**
```make
export PLATFORM = sky130hd
export DESIGN_NAME = cnt10_4
export DESIGN_NICKNAME = cnt10_4
export VERILOG_FILES = /design/flow/design.v
export SDC_FILE = /design/flow/constraint.sdc
export NUM_CORES = 4
export LEC_CHECK = 1
export CORE_AREA = 10 10 84 84
export DIE_AREA = 0 0 94 94
```
**/design/flow/constraint.sdc**
```tcl
current_design cnt10_4

set clk_period 3.9
set clk_io_pct 0.2

create_clock -name clk0 -period $clk_period [get_ports {Clk}]

set non_clock_inputs [all_inputs -no_clocks]
set_input_delay [expr $clk_period * $clk_io_pct] -clock clk0 $non_clock_inputs
set_output_delay [expr $clk_period * $clk_io_pct] -clock clk0 [all_outputs]
```
**/design/flow/design.v**
```verilog
module cnt10_4 (Clk,Reset,Q0,Q1,Q2,Q3);
wire En0,En1,En2,En3;
input Clk,Reset ;
output [3:0] Q0,Q1,Q2,Q3;
assign En0=1;
assign En1=Full0;
assign En2=Full0&Full1;     
assign En3=Full0&Full1&Full2;  
cnt_10 U0 (	.Clk(Clk),.Reset(Reset),.En(En0),.Q(Q0),.Full(Full0)) ; 
cnt_10 U1 (	.Clk(Clk),.Reset(Reset),.En(En1),.Q(Q1),.Full(Full1)) ; 
cnt_10 U2 (	.Clk(Clk),.Reset(Reset),.En(En2),.Q(Q2),.Full(Full2)) ;
cnt_10 U3 (	.Clk(Clk),.Reset(Reset),.En(En3),.Q(Q3),.Full(Full3)) ;
endmodule
module cnt_10(Clk,Reset,En,Q,Full);
input Clk, Reset, En ;
output [ 3:0] Q;
output Full;
reg [ 3:0] Qint;
always@(posedge Clk or posedge Reset)
begin
		if (Reset)
				Qint<=0;
		else if(En)
				begin
					if (Qint==9)
						Qint<=0;
					else
							Qint<=Qint+1;
				end
end
assign Q=Qint;
assign Full=(Qint==9)?1:0;
endmodule
```
==> COMMIT_EDITMSG <==
Record implementation results from latest flow run

- The flow ran to the end, and the final reports show no timing, DRC or antenna violations.
* Hold Violations, Final: 0
- Remaining global-route overflow: 0
* Cells after synthesis: 71
- Number of cells on the worst reg-to-reg path: 3
- Bufs and invs on worst path: 1
- Note, the detailed placer reported a final HPWL of 1.27 mm.
* Unrepaired setup endpoints after global routing: no
- Per the timing report, the biggest fanout along the worst path comes to 8.
- Post-CTS Hold Buffers: 0
- All-layer global routing usage: 4.16%
- CP max stage delay: 0.53 ns
- Cells traversed along the worst timing path: clkdlybuf4s50_1
- Per the finish-stage timing summary, setup violations number 0.
* Total via count after detailed routing: 568
- Combinational logic burns 1.4% of the power.
- Leakage Power: 0.437 nW
- Via/cell ratio: 3.51
* Portion of total power attributed to sequential cells: 52.0%
* Internal power component: 0.000256 W
- In this design, the largest share of critical-path delay is due to buffers and inverters.
- Max-slew headroom at the worst pin: 57.0%
- The final timing report lists a max-slew violation count of 0.
- Classification of the worst-slack hold path: flip-flop to flip-flop
* Top-area cell share: 49.6%
* Cells after DPL: 158
- In this run switching power makes up 19.6% of total power.
- Crit Path Class: flip-flop to primary output
- The design draws 0.000319 W.
- Port Buffers: 17
- Routed WL per cell: 10.4 um
- Portion of the clock cycle consumed by the worst path in the final layout: 53.0%
- Number of warnings issued by yosys: 5
- Entering global routing, the biggest net connects 17 pins.
- Per the OpenROAD floorplan log, the area of the die is 8840 sq um.
* Slew at the pin closest to its max-slew limit: 0.645 ns
* Total wire length: 1.69 mm
* Unique masters post-synth: 29
* Number of I/O pins: 18
* Height of the chip: 94 um
* Sequential-to-total area share from yosys stat: 49.6%
- The power report attributes to the clock group a share of 46.6%.
- The floorplan step records an initial core utilization of 15.5%.
- Flops out of synthesis: 16
- Post-CTS repair ended up resizing 0 cells.
* Dominant cell type by area after synthesis: sky130_fd_sc_hd__dfrtp_1
* Sort of element at the start of the critical path: flip-flop
* Data arrival time at the worst-slack endpoint: 1.29 ns
- The first global-routing pass estimated 2.97 mm of wire.
- The synthesis report names the predominant flop master as sky130_fd_sc_hd__dfrtp_1.
- Worst vdd rail ir drop: 0.232 mV
* DRC Markers: 0
- Fraction of final layout cells sized beyond drive strength 1: 13.0%
- The count of nets left with antenna violations once routing finished came out at 0.
- The initial antenna violation count is 0.
- Syn-to-layout area delta: 38.8%
- Setup Skew: 0.00181 ns
* Share of flip-flops with an asynchronous set or reset after synthesis: 100%
* Reg clk slew, reported paths: 0.07 ns
- Data on the critical path is required at its endpoint by 3.12 ns.
- Yosys attributes the largest share of cell area to sky130_fd_sc_hd__dfrtp_1, sky130_fd_sc_hd__xnor2_1, sky130_fd_sc_hd__nand2_1.
* Average cell area after synthesis: 11.4 sq um
- Vias in the first global route: 577
- The floorplan step defined a core boundary enclosing 5200 sq um.
- The synth_stat.txt file lists the number of cells as 71.
- End point of the worst hold path: U3.Qint[0]
- Number of logged tool warnings: 25
- Summing every instance area after synthesis gives 807 sq um.
- CTS added clock buffers totalling 3.
* # H-tree levels: 1
- Post-CTS timing repair inserted 0 buffers for setup.
- Buffers from clock root to sink, at most: 2
* Flop-to-flop setup slack: 2.38 ns
- Number of flops mapped to enable cells by yosys: 0
- Switching power of the nets: 0.0000624 W
- Per the skew report, the later register of the worst-skew pair sees a clock latency of 0.25 ns.
- Power density over the cells: 285 nW/um^2
- For this run, the chip area from Yosys synthesis comes to 807 sq um.
- The slowest stage of the critical path is the sky130_fd_sc_hd__clkdlybuf4s50_1 cell.
- The flow reports an fmax of 484 MHz.
- Detailed-route iteration 0 reported a violation count of 17.
- Diode insertion count for antenna repair: 0
- RePlAce ended its routability-driven mode at a weighted congestion of 0.756.
- Min Clock Period, post-route: 2.07 ns
* Worst hold stages: 1
- Tally of max-capacitance violations: 0
- Placement row count: 26
- Number of sinks on the clock net: 16
- TritonCTS built the clock tree.
* Most popular library cell in the synthesized design by count: sky130_fd_sc_hd__dfrtp_1
- By count the netlist is led by sky130_fd_sc_hd__dfrtp_1, sky130_fd_sc_hd__nand2_1, sky130_fd_sc_hd__inv_1, sky130_fd_sc_hd__xnor2_1, sky130_fd_sc_hd__nand3_1.
- Clock tree synthesis selected as its root buffer the cell sky130_fd_sc_hd__clkbuf_8.
- The worst setup path is captured at a primary output.
* Crit Reg-Reg Endpoint: U3.Qint[1]
- According to the floorplan report, the die width is 94 um.
- Looking at the reg2reg group, the worst path starts from U0.Qint[2].
- Startpoint of the lowest-slack hold path: U3.Qint[0]
- Number of optimization iterations in the first detailed-route pass: 2
- Final setup TNS: 0 ns
* Final Non-Filler Cells: 162
flip-flops by register name (all words and copies together) (netlist names):
| register | flops |
|---|---|
| U0.Qint | 4 |
| U1.Qint | 4 |
| U2.Qint | 4 |
| U3.Qint | 4 |
routing by layer:
layer / GRT usage (%) / wire length (um) / vias up
li1: - / - / 295
met5: 0 / 0 / -
met4: 0.506 / 20 / 0
met3: 2.02 / 169 / 2
met1: 5.81 / 831 / 256
met2: 5.82 / 668 / 15
metrics by stage:
| stage | area, sq um | util [%] | worst slack, ns | hold WS [ns] |
|---|---|---|---|---|
| final | 1120 | 21.5 | 1.83 | 0.496 |
| after floorplan | 807 | - | 2.51 | 0.445 |
| after global routing | 1120 | 21.5 | 1.76 | 0.533 |
| after CTS | 1120 | 21.5 | 1.82 | 0.502 |
| after global placement | 1060 | 20.5 | 2.12 | 0.482 |
| after detailed placement | 1060 | 20.5 | 2.10 | 0.491 |
layout make-up:
type | instances | area, sq um
fill | 582 | 4090
sequential | 16 | 400
multi-input combinational | 49 | 384
timing repair buffer | 17 | 170
tap | 70 | 87.6
clock buffer | 4 | 55.1
inverter | 6 | 22.5
worst max-delay path by stage:
stage	from	end	slack [ns]	cells after the start
4_1_cts	U0.Qint[0]	Q0[0]	1.82	1
6_report	U0.Qint[0]	Q0[0]	1.83	1
5_1_grt	U0.Qint[0]	Q0[0]	1.76	1
cells in the final DEF (no fill, tap or decap):
cell	synthesis	layout
sky130_fd_sc_hd__a21oi_1	2	2
sky130_fd_sc_hd__a221o_1	1	1
sky130_fd_sc_hd__a22o_1	2	2
sky130_fd_sc_hd__and2_2	1	1
sky130_fd_sc_hd__and4_4	1	1
sky130_fd_sc_hd__and4bb_1	1	1
sky130_fd_sc_hd__and4bb_2	1	1
sky130_fd_sc_hd__clkbuf_8	0	4
sky130_fd_sc_hd__clkdlybuf4s50_1	0	17
sky130_fd_sc_hd__dfrtp_1	16	16
sky130_fd_sc_hd__inv_1	6	6
sky130_fd_sc_hd__mux2_2	2	2
sky130_fd_sc_hd__mux2_4	1	1
sky130_fd_sc_hd__mux2i_1	2	2
sky130_fd_sc_hd__nand2_1	8	8
sky130_fd_sc_hd__nand2b_1	1	1
sky130_fd_sc_hd__nand3_1	5	5
sky130_fd_sc_hd__nand3b_1	1	1
sky130_fd_sc_hd__nand4b_1	2	2
sky130_fd_sc_hd__nand4bb_1	1	1
sky130_fd_sc_hd__nand4bb_4	1	1
sky130_fd_sc_hd__nor2_1	1	1
sky130_fd_sc_hd__nor2_4	1	1
sky130_fd_sc_hd__nor2b_1	1	1
sky130_fd_sc_hd__nor3_1	1	1
sky130_fd_sc_hd__nor3b_1	1	1
sky130_fd_sc_hd__nor4bb_1	1	1
sky130_fd_sc_hd__o21ai_0	2	2
sky130_fd_sc_hd__o21ai_1	1	1
sky130_fd_sc_hd__xnor2_1	6	6
sky130_fd_sc_hd__xor2_1	1	1
logic make-up after synthesis:
logic type	share of synthesized area [%]
buffers and inverters	2.79
AND-OR/OR-AND	6.51
flip-flops	49.6
XOR/XNOR	7.60
AND/OR/NAND/NOR	26.4
multiplexers	7.13
power groups by stage:
stage / Combinational (W) / Sequential, W / Clock, W
final: 0.00000430 / 0.000166 / 0.000149
after CTS: 0.00000466 / 0.000166 / 0.000155
after global routing: 0.00000530 / 0.000166 / 0.000165
Power figures rest on the tool's default switching activity, not on a simulated workload.
