==> design/flow/design.v <==
module Mux4bit_8_1 ( Data0_i , Data1_i,Data2_i, Data3_i,
											Data4_i , Data5_i,Data6_i , Data7_i,
											Data_out,
											Sel ) ;
input [3:0 ] Data0_i,Data1_i,Data2_i,Data3_i,Data4_i,Data5_i,Data6_i,Data7_i;
input [ 2:0] Sel;
output reg [ 3:0] Data_out;
always@(*)
begin
		case (Sel)
		0 : Data_out<=Data0_i;
		1 : Data_out<=Data1_i;
		2 : Data_out<=Data2_i;
		3 : Data_out<=Data3_i;
		4 : Data_out<=Data4_i;
		5 : Data_out<=Data5_i;
		6 : Data_out<=Data6_i;
		7 : Data_out<=Data7_i;
		default Data_out<=4'b1111;
		endcase
end
endmodule
==> design/flow/run.sh <==
#!/bin/bash
# OpenROAD 26Q1-2900-gdf79404cd8, Yosys 0.63+post, stock flow scripts
make -C /OpenROAD-flow-scripts/flow DESIGN_CONFIG=/design/flow/config.mk WORK_HOME=/design/flow/orfs finish
==> design/flow/config.mk <==
export PLATFORM = sky130hd
export DESIGN_NAME = Mux4bit_8_1
export DESIGN_NICKNAME = Mux4bit_8_1
export VERILOG_FILES = /design/flow/design.v
export SDC_FILE = /design/flow/constraint.sdc
export NUM_CORES = 4
export LEC_CHECK = 1
export CORE_AREA = 10 10 70 70
export DIE_AREA = 0 0 80 80
==> design/flow/constraint.sdc <==
current_design Mux4bit_8_1

set clk_period 1.2
set clk_io_pct 0.2

create_clock -name clk0 -period $clk_period

set non_clock_inputs [all_inputs -no_clocks]
set_input_delay [expr $clk_period * $clk_io_pct] -clock clk0 $non_clock_inputs
set_output_delay [expr $clk_period * $clk_io_pct] -clock clk0 [all_outputs]
==> git commit body <==
Log flow metrics for this revision

- The final weighted congestion recorded by global placement is 0.752.
- Storage element area: 0 µm²
* Die width: 80 µm
* Highest-count cells in the layout ignoring fill and taps: dlygate4sd2_1 (25), mux2i_1 (11), buf_2 (6)
- The placement stage leaves a total instance area of 749 µm².
- Number of antenna violations at the first check in global routing: 0
- Pins over their slew limit in the final report were tallied at 0.
- According to the Yosys statistics, the synthesized design has a chip area of 308 µm².
* Wire per inst: 13.5 µm
- Leakage: 0.387 nW
- Layout cells sized above 1: 27.5%
- The analysis reports a worst IR drop on VDD of 89.4 µV.
- IO Port Bufs: 39
- Drt first-iter violations: 12
* Top cell type by total area after synthesis: mux2i_1
* Highest fanout seen on the critical path: 8
* Sort of element at the end of the critical path: output port
* Worst-margin pin slew: 179 ps
* Flops: 0
* Area of the mapped netlist: 308 µm²
* Antenna fix cells: 0
* Detailed-placement wirelength estimate: 1450 µm
* Wire length of the first global-routing pass: 2630 µm
- Finished Cell Area: 798 µm²
- The final route contains 452 vias.
- For the finished layout, the period the worst path requires is 1390 ps.
- Total power per unit cell area: 298 nW/µm²
- Critical path class: in -> out
- Hold-critical path depth: 5
- Area occupied by multi-input gates: 305 µm²
* Top cells by area, synth: mux2i_1 (36%), a211oi_1 (9.8%), o22a_1 (8.5%)
- Hold repair after CTS inserted 0 buffers.
* Final setup slack of the worst path: -190 ps
- The floorplan step defined a core boundary enclosing 3420 µm².
* Total Wirelength: 1700 µm
- Proportion of netlist area held by the largest area contributor: 35.8%
- Compared with the post-synthesis result, the final layout area differs by 159%.
* Peak clock frequency supported by timing: 719 MHz
* Mean area per synthesized cell: 7.89 µm²
- Row count: 21
* Initial Util: 9.01%
- Vert. Die Dim: 80 µm
- Slew headroom: 87.7%
* Overflow left after global routing: 0
- In this run the maximum-capacitance check reported violations numbering 0.
- Final setup vio count: 4
- The final timing summary puts the cycle share of the worst path at 116%.
- Failing checks: negative setup slack
* Yosys warnings: 1
- Vias in the first global route: 523
- Distinct cells, synth: 15
- STA classifies the critical path startpoint as an input pin.
* Final hold violation count: 0
- Per Yosys stat, the portion of area used by sequential elements is 0%.
- Number of top-level pins: 39
* # Cells Yosys: 39
* Global router's overall resource usage: 5.01%
- Data required time at the worst endpoint: 960 ps
- Setup repair after global routing could not meet its margin everywhere.
- Worst Hold Slack: 980 ps
* Avg Vias per Cell: 3.59
- For this run, the detailed router's first-pass iteration total came to 2.
* Commonest non-fill, non-tap cell in the layout: dlygate4sd2_1
* Clkbuf count: 0
- End-of-flow core utilization: 23.4%
- Filler Cell Count: 393
- Data arrives at the worst endpoint at 1150 ps.
* Remaining antenna violation count: 0
* Min-delay worst type: in -> out
- Summing over the stages, the warning tally comes to 34.
- Outcome: complete, but fails checks
- Largest net degree at the start of global routing: 9
- Cell count after synthesis: 39
- Per the OpenROAD floorplan log, the area of the die is 6400 µm².
- The script parses the final routing iteration and logs DRC violations as 0.
## cell families after synthesis
| group | after synthesis | synth area share [%] |
|---|---|---|
| AOI/OAI and AO/OA | 13 | 32.1 |
| muxes | 11 | 35.8 |
| and+or+nand+nor | 10 | 17.5 |
| buffers and inverters | 5 | 14.6 |
## timing repair
| action | 4_1_cts | 5_1_grt |
|---|---|---|
| setup buffers | 2 | 0 |
| gates cloned | 1 | 0 |
| gates resized | 61 | 8 |
| pin swaps | 14 | 8 |
| endpoints found under the setup margin | 4 | 4 |
## Yosys cell counts, drive strengths merged
library cell / count
mux2i: 11
o22a: 3
a22o: 1
nand2: 2
o32a: 1
a21oi: 1
buf: 4
nor2: 3
o22ai: 3
nand2b: 2
nor3b: 3
a211oi: 4
inv: 1
## where the power goes
part / switching, mW / total, mW / internal (mW)
clock network: 0 / 0 / 0
logic: 0.0799 / 0.238 / 0.158
registers: 0 / 0 / 0
## layer usage
metal | up-vias | wire, µm | global-route usage [%] | share of wire (%)
met1 | 201 | 621 | 5.34 | 37
met2 | 11 | 968 | 10.0 | 57
met3 | 0 | 105 | 1.25 | 6.2
met4 | 0 | 0 | 0 | 0
li1 | 240 | - | - | -
met5 | - | 0 | 0 | 0
## critical path, stage by stage
cell and delay, ps:
buf_12 90, buf_12 130, nand2b_4 50, a22o_1 190
o32a_1 340, buf_2 110
## per-stage QoR
stage	std cells	worst slack (ps)	TNS, ps	total power [mW]
3_3_place_gp	123	-970	-3790	0.249
6_report	126	-190	-595	0.238
2_1_floorplan	39	30.1	0	0.0890
3_5_place_dp	123	-978	-3780	0.250
5_1_grt	126	-237	-787	0.260
4_1_cts	126	-206	-725	0.235
## layout make-up
type	instances	area share (%)
inverter	1	0.470
multi-input combinational	34	38.2
tap	46	7.21
timing repair buffer	45	54.1
## path summary, 6_finish.rpt
check                endpoint        from
setup / recovery  Data_out[2]      Sel[1]
hold / removal    Data_out[0]  Data1_i[0]
Power is estimated from default activity; no workload was simulated.
